### design/flow/config.mk
export PLATFORM = sky130hd
export DESIGN_NAME = fifo_gen
export DESIGN_NICKNAME = fifo_gen
export VERILOG_FILES = /design/flow/design.v
export SDC_FILE = /design/flow/constraint.sdc
export NUM_CORES = 4
export LEC_CHECK = 1
export CORE_UTILIZATION = 30
### design/flow/constraint.sdc
current_design fifo_gen

set clk_period 55.4
set clk_io_pct 0.2

create_clock -name clk0 -period $clk_period [get_ports {clk_i}]

set non_clock_inputs [all_inputs -no_clocks]
set_input_delay [expr $clk_period * $clk_io_pct] -clock clk0 $non_clock_inputs
set_output_delay [expr $clk_period * $clk_io_pct] -clock clk0 [all_outputs]
### design/flow/design.v
module fifo_gen #(parameter 
							  DBi = 64		  , 
							  DBo = 64		  , 
							  ABi = 64		  , 
							  ABo = 64		  ,
							  CBi =  8		  , 
							  CBo =  8		  ,  								
								 E = 16		   						 
)    (
 input              		clk_i         ,  
 input              		rst_ni        , 
 input              		rd_i          ,  
 input              		wr_i          ,  
 input       [DBi-1:00] data_i        ,  
 input       [ABi-1:00] address_i     ,  
 input       [CBi-1:00] command_i     ,  
 output      [DBo-1:00]	data_o        ,  
 output      [ABo-1:00]	address_o     ,  
 output      [CBo-1:00]	command_o     ,  
 output reg          	den			  ,  
 output      		 		empty         ,  
 output      				full             
);
localparam P = $clog2(E)              ;
reg	            [P-1:0] entries     ; 
wire [(CBi+DBi+ABi)-1:00] data_wr     ;
reg                       rd_reg      ;
reg [(CBi+DBi+ABi)-1:00] fifo [E-1:0] ;   
assign data_wr = {{command_i},{address_i},{data_i}};   
reg          [P-1:00] tail     ;        
reg          [P-1:00] head     ;        
reg 			 [P-1:00] index_reg;
 assign full  = (tail == E-1 ) & (entries == E);  
 assign empty = (head == tail) & (entries == 0);  
always @(posedge clk_i)   
begin	
   if (wr_i) begin
	    fifo [tail] <= data_wr;  
	end
end
always @(posedge clk_i, negedge rst_ni)   
begin
   if (rst_ni == 0) begin
	    rd_reg    <= 1'b0;
	    index_reg <= {P{1'b0}};
	end
	else if (rd_i) begin
	    rd_reg    <= rd_i;
	    index_reg <= head;	 
	end
	else begin
	rd_reg    <= 1'b0;
	end
end
assign {{command_o},{address_o},{data_o}} = (rd_reg)? fifo[index_reg]:{(CBi+ABi+DBi){1'b0}}; 
always @(posedge clk_i, negedge rst_ni)
begin
  if (rst_ni == 0) begin				   	    
		 head  <= {P{1'b0}};
		 tail  <= {P{1'b0}}; 
        den  <= 1'b0;	
	 entries  <= {P{1'b0}};;	
  end
  else  begin 
	  case ({rd_i,wr_i}) 							 
	        2'b00: begin 
			         tail     <= tail;
						head     <= head;
						den      <= 1'b0;						
			  end			  
	   	  2'b01: begin   
				  if (!full ) begin         		 
						 tail    <= (tail + 3'h1);	 
						 entries <=  entries + 1'b1;
						 den     <=  1'b0;
				  end
	   	  end  
	   	  2'b10: begin   
	   	  	  if (!empty) begin               
	   	  	       head    <= (head + 3'h1);	 
						  den    <=  1'b1;
					 entries    <=  entries - 1'b1;
	   	  	  end
	   	  end  
	   	  2'b11: begin                       
	   	  	  if (!empty) begin               
				       tail    <= (tail + 3'h1);	 
	   	  	       head    <= (head + 3'h1);	 
						  den    <=  1'b1;
	   	  	  end
	   	  end  
	   	  default: begin            			 
			  			head   <= head;
						den    <= 1'b0;	
	   	  end  
	   endcase  
	end
end
endmodule
### design/flow/run.sh
#!/bin/bash
# OpenROAD 26Q1-2900-gdf79404cd8, Yosys 0.63+post, stock flow scripts
make -C /OpenROAD-flow-scripts/flow DESIGN_CONFIG=/design/flow/config.mk WORK_HOME=/design/flow/orfs finish
==> results.ini <==
[hold_path]
hold_path_class = reg -> reg

[final_timing]
fmax_mhz = 57.61
finalClockSkew_ps = 76.17
layout_min_cycle_time_ps = 17360
fin_setup_tns_ps = 0
grt_setup_unrepaired = no
fin_crit_sh = 0.3133
relSlewSlack = 0.3031
whs_ps = 491.2
setup_violations = 0
tightest_slew_ps = 1034
finalHoldViolations = 0
final_max_slew_viol_count = 0

[power_and_ir_drop]
power_frac_comb = 0.272
p_leak_nw = 30.85
p_switching_w = 0.001420
switching_share = 0.2945
seqPwrFrac = 0.424
power.internal_w = 0.003401
p_per_area_nw_per_um2 = 48.96
ir_drop_uv = 29.56
p_clk_frac = 0.304
power_w = 0.004820

[global_routing]
grt_antenna_before_repair = 64
grt_usage = 0.1603
grt_pass1_vias = 44051
grt_pass1_wl_microns = 302800
grt_max_degree = 90
grt-ovfl-total = 0

[route]
drt_first_pass_iters = 5
vias = 40586
wl_microns = 210700
wire_per_inst_microns = 25.78
drt_iter0_markers = 2516
drc = 0
ant_nets = 0
via_per_inst = 4.965

[worst_setup_path]
setup.worst_path.end_class = output pin
crit_arrival_ps = 6280
required_ps = 44320
crit_path_max_fanout = 89
cp-start-kind = flop
path_class = reg -> out

[yosys]
postSynthCellCount = 3868
top_cells_by_area = edfxtp_1, mux4_2, mux2i_1, a22oi_1, a221oi_1
ys_ff = 2194
synthTopCellsByCount = edfxtp_1, mux4_2, mux2i_1, nand2_1, a22oi_1
ys_area_sq_um = 83910
async_flop_share = 0.008204
top_area_frac = 0.7787
synth-edff-count = 2176
syn_area_sq_um = 83910
yosysUniqueCellTypes = 49
most_common_cell = edfxtp_1
ys_sh_mux = 0.1509
ff_type = edfxtp_1
ys.warnings.count = 1
yosys.area_share.simple = 0.01054
largest_area_cell = edfxtp_1
synth-xor-area-share = 0.001342
synth_seq_share = 0.7841
top_logic_kind = multiplexers
compound_area_frac = 0.03628
ys_cells = 3868
syn_avg_cell_area_sq_um = 21.69
adder_share = 0.0008946

[clock_network]
cts_root_buf = clkbuf_16
cts_resized = 0
path_clk_slew_ps = 60
cts_tree = done
clock_latency_ps = 860
cts_num_sinks = 2194
cts.htree.levels = 4
cts_setup_buffers = 0
hold_buffers = 0
cts_buffers = 230
clockBufferDepth = 4

[place]
hpwl_microns = 111200
place_congestion = 0.7697
portBuffers = 277
place_area_sq_um = 91300
placedCellCount = 7751

[layout]
finalNonFillerCells = 8175
fin_area_sq_um = 98460
syn_to_final_growth_pct = 17.34
largest_register = fifo
largest_reg_flops = 2176
drive_gt1_frac = 0.1957

[floorplanning]
rows = 193
ios = 279
die_area_sq_um = 281800
die_y_microns = 530.9
initCoreUtil = 0.3027
die_w_microns = 530.9
coreArea_sq_um = 277200

[job]
maxCapViolCount = 0
tool_warnings = 29

[status]
outcome = complete, no violations

==> critical path: stages (launching register included) <==
cell             delay [ps]
dfrtp_4                 730
buf_4                   630
buf_12                  500
buf_4                   640
buf_4                   650
buf_4                   760
mux4_2                  600
mux2i_1                 140
o21ai_0                  90
clkdlybuf4s50_1         420
==> power by group through the flow <==
stage	registers, W	logic, W	clock network, W
after CTS	0.00204	0.00134	0.00150
final	0.00204	0.00131	0.00147
after global routing	0.00206	0.00142	0.00156
==> path summary, 6_finish.rpt <==
path	startpoint	depth (start not counted)	end	slack [ps]
max	index_reg[1]$_DFFE_PN0P_	9	data_o[39]	38040
min in group asynchronous	rst_ni	2	entries[1]$_DFFE_PN0P_	10560
max reg2reg	tail[1]$_DFFE_PN0P_	8	fifo[1][62]$_DFFE_PP_	51690
min reg2reg	entries[2]$_DFFE_PN0P_	1	entries[2]$_DFFE_PN0P_	490
min	entries[2]$_DFFE_PN0P_	1	entries[2]$_DFFE_PN0P_	490
max in group asynchronous	rst_ni	2	index_reg[0]$_DFFE_PN0P_	44610
==> final cells by class <==
cell class                      instances  area [sq um]
Multi-Input combinational cell       1439         16940
Inverter                                6         30.03
Clock inverter                        130          1169
Clock buffer                          279          5961
Sequential cell                      2194         65800
Timing Repair Buffer                  407          3886
Antenna cell                           15         37.54
Tap cell                             3705          4636
Fill cell                           25242        178800
==> routing by layer <==
metal	global-route usage	wire [microns]
met1	0.1745	68550
met2	0.2394	98210
met3	0.1378	39110
met4	0.02698	4037
met5	0.01504	832
==> placed cells by master (no fill, tap or decap), types with 8 or more instances in the layout <==
master,count
mux2i_1,382
o21ai_1,75
clkinv_2,41
o2111ai_1,18
edfxtp_1,2176
clkbuf_16,231
nand3_1,46
dfrtp_1,15
clkbuf_1,48
bufinv_16,17
a311oi_1,18
clkinv_1,47
nor2_4,13
buf_4,119
buf_12,11
a22oi_1,107
o21ai_0,76
o211ai_1,45
nand2_1,109
xor2_1,8
a221oi_1,74
diode_2,15
a21oi_1,21
clkdlybuf4s50_1,277
clkinvlp_4,8
mux4_2,390
==> stage by stage <==
step	utilization	worst slack [ps]
6_report	0.3552	38040
5_1_grt	0.3551	37440
4_1_cts	0.3550	37810
3_5_place_dp	0.3293	38780
3_3_place_gp	0.3293	38790
2_1_floorplan	-	33980
==> cells by family (layout without fill, tap and decap cells) <==
group                    after synthesis  after routing
AND-OR/OR-AND                        444            444
XOR/XNOR                              12             12
adder cells (fa/ha/maj)                6              6
buffers and inverters                235            822
flip-flops                          2194           2194
multiplexers                         777            777
other                                  1             16
AND/OR/NAND/NOR                      199            199
Power figures rest on the tool's default switching activity, not on a simulated workload.
