<file path="design/flow/run.sh">
#!/bin/bash
# OpenROAD 26Q1-2900-gdf79404cd8, Yosys 0.63+post, stock flow scripts
make -C /OpenROAD-flow-scripts/flow DESIGN_CONFIG=/design/flow/config.mk WORK_HOME=/design/flow/orfs finish
</file>
<file path="design/flow/constraint.sdc">
current_design clock

set clk_period 2.1
set clk_io_pct 0.2

create_clock -name clk0 -period $clk_period [get_ports {clk}]

set non_clock_inputs [all_inputs -no_clocks]
set_input_delay [expr $clk_period * $clk_io_pct] -clock clk0 $non_clock_inputs
set_output_delay [expr $clk_period * $clk_io_pct] -clock clk0 [all_outputs]
</file>
<file path="design/flow/config.mk">
export PLATFORM = sky130hd
export DESIGN_NAME = clock
export DESIGN_NICKNAME = clock
export VERILOG_FILES = /design/flow/design.v
export SDC_FILE = /design/flow/constraint.sdc
export NUM_CORES = 4
export LEC_CHECK = 1
export CORE_AREA = 10 10 70 70
export DIE_AREA = 0 0 80 80
</file>
<file path="design/flow/design.v">
module clock (
    input logic clk,
    input logic reset, 
    output logic [7:0] count
);
    always_ff @(posedge clk or posedge reset) begin
        if (reset) begin
            count <= 8'b0;
        end else begin
            count <= count + 1;
        end
    end
endmodule
</file>
==> results.yml <==
# flow metrics
placement:
  dp_slack_ns: 0.738
  numPortBuffers: 9
  gp_congestion: 0.662
  post-dp-hpwl_um: 603
synthesis:
  syn_inst: 25
  yosys_cells: 25
  ys_chip_area_sq_um: 320
  synth_area_sq_um: 320
  synth_seq_share_pct: 62.5
  syn_area_per_cell_sq_um: 12.8
  synth.distinct_cells: 11
  ys_ff: 8
  ys_warn_count: 1
power_and_ir_drop:
  internal-power_uw: 221
  seq_power_share_pct: 57.4
  p_sw_share_pct: 17.8
  switchingPower_uw: 47.8
  ir_worst_vdd_uv: 401
  powerDensity_mw_per_mm2: 548
  clkPwrFrac_pct: 40.8
  p_leak_nw: 0.202
  combinationalPowerShare_pct: 1.8
  totalPowerFinal_uw: 269
drt:
  num_vias: 208
  first_pass_iters: 2
  routedWlPerCell_um: 8.41
  postRouteAntennaNets: 0
  totalWireLength_um: 698
  drt_iter0_drc: 2
  antenna_cells: 0
  drc: 0
  viasPerCell: 2.51
clocking:
  clk_path_buf_depth: 2
  cts.htree.levels: 1
  ctsResizeCount: 0
  cts.sinks: 8
  path_clk_slew_ns: 0.05
  worstSkewPairLatency_ns: 0.24
  cts_setup_buffers: 0
  clk_root_buffer_cell: "clkbuf_4"
  hold_buffers: 0
  cts_tree: "yes"
  numCtsBuffers: 3
critical_path:
  r2r_slack_ns: 1.07
  critPathKind: "flop to output port"
  cp_cell_sequence: "clkdlybuf4s50_1"
  crit_fanout: 5
  crit_path_top_delay_cell: "clkdlybuf4s50_1"
  end_kind: "output port"
  r2r_end: "count[7]"
  crit_path_max_incr_delay_ns: 0.50
  cp_top_family: "buffers and inverters"
  start_kind: "flop"
  crit_buf_inv: 1
  ff2ff_path_depth: 3
  arrival_ns: 1.18
  required_ns: 1.68
  worstReg2RegStart: "count[2]"
die:
  die-area_sq_mm: 0.00640
  ios: 10
  die_h_um: 80
  initial_utilization_pct: 9.38
  core_sq_mm: 0.00342
  die_x_um: 80
  num_rows: 21
cells_and_area:
  regMostFlops: "count"
  top_regs: "count x8"
  comb_area_sq_um: 113
  final_core_util_pct: 14.4
  largest_reg_flops: 8
  drive_above_1_share_pct: 13.5
  syn2layout_area_growth_pct: 53.1
  fillers: 398
  seq_area_sq_um: 200
sta:
  finalSetupViolCount: 0
  relSlewSlack_pct: 80.1
  rsz0062_at_grt: "no"
  drv_slew: 0
  fmax_mhz: 626
  hold_violations: 0
  period_needed_ns: 1.60
  fin_crit_sh_pct: 76.1
  holdWs_ns: 0.424
  worst_slew_pin_slew_ns: 0.298
  fin_ws_ns: 0.502
  fin_tns_setup_ns: 0
  skew_ns: 0.00229
run:
  tool_warnings: 25
  cap_violations: 0
global_route:
  gr-total-overflow: 0
  antenna_found_initial: 0
  grt_pass1_wl_um: 1240
  grt_pass1_vias: 243
  grt_max_degree: 9
  grt_use_total_pct: 2.47
status:
  status: "finished, final reports clean"
worst_hold_path:
  holdCritPathClass: "input pin to asynchronous set/reset pin"
## cell usage in the layout, fill, tap and decap left out, types with 2 or more instances in the layout
cell	Yosys	layout
clkbuf_4	0	3
nand2_1	2	2
clkdlybuf4s50_1	0	9
inv_1	2	2
xnor2_1	3	3
xor2_1	3	3
dfrtp_1	8	8
nand3_1	2	2
## cell families after synthesis
kind of cell	synth area share (%)
simple gates	14.8
flops	62.5
buf+inv	2.34
fa+ha+maj	3.91
xor+xnor	16.4
## final cells by class
| cell class | instances | share of cell area, % |
|---|---|---|
| Sequential cell | 8 | 40.8 |
| Clock buffer | 3 | 4.59 |
| Inverter | 2 | 1.53 |
| Tap cell | 46 | 11.7 |
| Multi-Input combinational cell | 15 | 23.0 |
| Timing Repair Buffer | 9 | 18.4 |
## per-layer routing
metal	GRT usage [%]	up-vias	routed length, um
met3	1.14	0	46
li1	-	106	-
met5	0	-	0
met2	4.09	7	309
met1	2.92	95	341
met4	0.352	0	0
## through the flow
step / instances / area (sq um)
finish: 83 / 490
CTS: 83 / 490
global placement: 80 / 468
detailed placement: 80 / 468
floorplan: 25 / 320
global route: 83 / 490
## worst reg2reg max path, stage by stage, from the launching register on
cell,delay [ns]
dfrtp_1,0.44
nand3_2,0.15
nor3_2,0.22
xor2_1,0.15
## worst max-delay path by stage
| stage | startpoint | end | cells past startpoint |
|---|---|---|---|
| after CTS | count[2] | count[2] | 1 |
| after global routing | count[2] | count[2] | 1 |
| final | count[2] | count[2] | 1 |
## cell usage after synthesis (all sizes together)
| cell type | n | area share (%) |
|---|---|---|
| nand2 | 2 | 2.3 |
| nor3 | 1 | 3.1 |
| nand3 | 3 | 6.3 |
| xnor2 | 3 | 8.2 |
| and3 | 1 | 2.0 |
| dfrtp | 8 | 62 |
| xor2 | 3 | 8.2 |
| ha | 1 | 3.9 |
| nor2 | 1 | 1.2 |
| inv | 2 | 2.3 |
## power by group through the flow
stage / Sequential [mW] / Combinational (mW) / Clock, mW
CTS: 0.154 / 0.00513 / 0.117
global route: 0.154 / 0.00566 / 0.130
finish: 0.154 / 0.00476 / 0.110
Power is estimated from default activity; no workload was simulated.
