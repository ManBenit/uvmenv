### constraint.sdc
current_design alu

set clk_period 1.5
set clk_io_pct 0.2

create_clock -name clk0 -period $clk_period [get_ports {clk}]

set non_clock_inputs [all_inputs -no_clocks]
set_input_delay [expr $clk_period * $clk_io_pct] -clock clk0 $non_clock_inputs
set_output_delay [expr $clk_period * $clk_io_pct] -clock clk0 [all_outputs]
### config.mk
export PLATFORM = sky130hd
export DESIGN_NAME = alu
export DESIGN_NICKNAME = alu
export VERILOG_FILES = /design/flow/design.v
export SDC_FILE = /design/flow/constraint.sdc
export NUM_CORES = 4
export LEC_CHECK = 1
export CORE_UTILIZATION = 50
### design.v
module alu (
    input  wire        clk,  
    input  wire        reset,
    input  wire [31:0] a,     
    input  wire [31:0] b,     
    input  wire [3:0]  alu_op,
    output reg  [31:0] result,
    output             zero   
);
    localparam [3:0] 
        ALU_ADD = 4'b0000,  
        ALU_SUB = 4'b0001,  
        ALU_AND = 4'b0010,  
        ALU_OR  = 4'b0011,  
        ALU_XOR = 4'b0100,  
        ALU_SLL = 4'b0101,  
        ALU_SRL = 4'b0110,  
        ALU_SRA = 4'b0111,  
        ALU_SLT = 4'b1000;  
    assign zero = (result == 32'b0) ? 1'b1 : 1'b0;
    always @(posedge clk or posedge reset) begin
        if (reset) begin
            result <= 32'b0;
        end else begin
            case (alu_op)
                ALU_ADD: result <= a + b;
                ALU_SUB: result <= a - b;
                ALU_AND: result <= a & b;
                ALU_OR:  result <= a | b;
                ALU_XOR: result <= a ^ b;
                ALU_SLL: result <= a << b[4:0]; 
                ALU_SRL: result <= a >> b[4:0];
                ALU_SRA: result <= $signed(a) >>> b[4:0];
                ALU_SLT: result <= ($signed(a) < $signed(b)) ? 32'b1 : 32'b0;
                default: result <= 32'b0;  
            endcase
        end
    end
endmodule
### run.sh
#!/bin/bash
# OpenROAD 26Q1-2900-gdf79404cd8, Yosys 0.63+post, stock flow scripts
make -C /OpenROAD-flow-scripts/flow DESIGN_CONFIG=/design/flow/config.mk WORK_HOME=/design/flow/orfs finish
==> results.yml <==
# generated from flow reports
global_routing:
  grt_max_degree: 52
place:
  gp_congestion: 1.13
  hpwl_um: 36500
  numPortBuffers: 102
synthesis:
  top_area_cell: "ha_1"
  yosys_cells: 1311
  ys_area_um2: 9680
  synthArstFlopShare_pct: 100
  synthCells: 1311
  ys_warn_count: 1
  ys.flop_type: "dfrtp_1"
  synthTopCellsByArea: "ha_1, dfrtp_1, mux4_2, mux2i_1, o21ai_0"
  syn_area_per_cell_um2: 7.39
  ys_seq_share_pct: 8.27
  syn-cell-area_um2: 9680
  synth_cell_types: 85
  edf_count: 0
  top_area_share_pct: 12.5
  synth-seq-cells: 32
clock_network:
  cts_sinks: 32
  numCtsBuffers: 5
  cts_hold_buffers: 0
  ctsHtreeMaxLevel: 2
  cts_root_buf: "clkbuf_16"
  clockBufferDepth: 2
die:
  fp_util_pct: 51.4
  pin_count: 103
  die_w_um: 141
  rows: 50
  die_h_um: 141
status:
  status: "did not finish"
  lastStage: "global routing (5_1_grt)"
  error_line: "[ERROR GRT-0232] Routing congestion too high. Check the congestion heatmap in the GUI."
final_timing:
  postGrtWorstEndpoint: "result[22]$_DFF_PP0_/D"
  worstEpCategory: "sequential cell input"
cells in the mapped netlist (all sizes together), types with 6 or more instances:
library cell / n
nand2: 112
nor2b: 10
nand2b: 10
ha: 97
a211oi: 20
a31oi: 16
nor4: 16
clkbuf: 70
o31ai: 9
a21oi: 90
o22ai: 16
o21ai: 105
mux2i: 52
o21bai: 12
xnor2: 7
nor3: 39
nand3: 23
o221ai: 9
o211a: 8
a211o: 7
nor2: 134
buf: 38
dfrtp: 32
mux2: 15
a221o: 13
a22oi: 18
inv: 96
a21o: 23
o21a: 7
o2111ai: 11
o211ai: 31
nand4: 7
and2: 7
a22o: 6
or2: 9
or3: 10
a221oi: 20
mux4: 41
timing repair:
item,CTS
setup endpoints to repair,46
pin swaps,135
gates cloned,6
setup buffers,71
gates resized,526
hold endpoints to repair,0
kinds of logic after synthesis:
logic type | count (synthesis) | share of synthesized area (%)
XOR/XNOR | 9 | 0.814
buffers and inverters | 204 | 8.89
adder cells (fa/ha/maj) | 99 | 12.9
AND/OR/NAND/NOR | 399 | 19.1
flip-flops | 32 | 8.27
multiplexers | 108 | 17.2
AND-OR/OR-AND | 460 | 32.7
metrics by stage:
step | instance area (µm²) | setup TNS [ns] | util (%) | setup slack, ns | std cells
after global placement | 14300 | -52.56 | 75.8 | -1.94 | 2023
after detailed placement | 14300 | -53.53 | 75.8 | -1.97 | 2023
after CTS | 16600 | -29.18 | 88.0 | -1.16 | 2104
after floorplan | 10100 | -30.01 | - | -1.35 | 1311
